==> flow/design.v <==
module signed_mul_4
(
  input  signed [3:0] a, b,
  output signed [7:0] res
);
  assign res = a * b;
endmodule
module unsigned_mul
# (
  parameter n = 8
)
(
  input  [    n - 1:0] a, b,
  output [2 * n - 1:0] res
);
  assign res = a * b;
endmodule
module signed_or_unsigned_mul
# (
  parameter n = 8
)
(
  input  [    n - 1:0] a, b,
  input                signed_mul,
  output [2 * n - 1:0] res
);
  logic [2 * n - 1:0] help_res;
  always_comb begin
    if (signed_mul) begin
      help_res = $signed(a) * $signed(b);
    end else begin
      help_res = a * b;
    end
  end
  assign res = help_res;
endmodule
==> flow/run.sh <==
#!/bin/bash
# OpenROAD 26Q1-2900-gdf79404cd8, Yosys 0.63+post, stock flow scripts
make -C /OpenROAD-flow-scripts/flow DESIGN_CONFIG=/design/flow/config.mk WORK_HOME=/design/flow/orfs finish
==> flow/config.mk <==
export PLATFORM = sky130hd
export DESIGN_NAME = signed_or_unsigned_mul
export DESIGN_NICKNAME = signed_or_unsigned_mul
export VERILOG_FILES = /design/flow/design.v
export SDC_FILE = /design/flow/constraint.sdc
export NUM_CORES = 4
export LEC_CHECK = 1
export CORE_UTILIZATION = 50
==> flow/constraint.sdc <==
current_design signed_or_unsigned_mul

set clk_period 8.9
set clk_io_pct 0.2

create_clock -name clk0 -period $clk_period

set non_clock_inputs [all_inputs -no_clocks]
set_input_delay [expr $clk_period * $clk_io_pct] -clock clk0 $non_clock_inputs
set_output_delay [expr $clk_period * $clk_io_pct] -clock clk0 [all_outputs]
==> impl_metrics.tcl <==
# yosys + openroad results
set metrics [dict create \
    status "completed" \
    area_growth_syn_to_layout_pct 10.8 \
    drive_gt1_share_pct 2.99 \
    avgRoutedWirePerCell_um 13.4 \
    io_buffers 33 \
    combinationalPowerShare_pct 100.0 \
    ys_cells 506 \
    place_hpwl_um 7850 \
    p_sw_share_pct 49.8 \
    globalplace.congestion 0.860 \
    max_cap_violations 0 \
    holdPathEnd "res[13]" \
    antenna_found_initial 0 \
    setup_viol 0 \
    io_pins 33 \
    grt_usage_pct 22.2 \
    avgSynthCellArea_um2 8.49 \
    power_frac_clock_pct 0 \
    period_needed_ns 8.53 \
    wirelength_um 8560 \
    grt_max_degree 24 \
    relSlewSlack_pct 72.7 \
    p_per_area_nw_per_um2 242 \
    worstHoldStart "signed_mul" \
    core_area_um2 8260 \
    overflow 0 \
    crit_type "in2out" \
    openroad.warnings 32 \
    postCtsSetupBuffers 0 \
    final-seq-area_um2 0 \
    rows 33 \
    worstPathMaxFanout 9 \
    ant_nets 0 \
    cp_data_required_time_ns 7.12 \
    grt_setup_unrepaired "false" \
    grt_pass1_wl_um 14500 \
    ys_warn_count 1 \
    viasPerCell 4.98 \
    via_count 3192 \
    fill_cells 797 \
    dieArea_um2 8970 \
    worstSetupEndpointType "output pin" \
    insertedDiodeCount 0 \
    yosys_area_um2 4300 \
    crit_arrival_ns 6.75 \
    max_freq_mhz 117 \
    period_used_pct 95.8 \
    drtPass1Iterations 4 \
    die_height_um 94.7 \
    die_w_um 94.7 \
    flop-count 0 \
    worstMarginPinSlew_ns 0.409 \
    leakagePower_nw 2.51 \
    hold_viol_final 0 \
    syn_inst 506 \
    first_global_vias 3141 \
    drc 0 \
    nClkBuffers 0 \
    p_seq_share_pct 0 \
    ir_worst_vdd_mv 0.190 \
    logic_area_um2 3730 \
    ys_types 42 \
    fin_hold_ws_ns 4.70 \
    start_kind "input pin" \
    yosysSeqAreaShare_pct 0 \
    p_sw_mw 0.574 \
    fp_util_pct 52.0 \
    drtIter0Drc 61 \
    synth_area_um2 4300 \
    hold_class "in2out" \
    internal-power_mw 0.578 \
    hold_path_depth 5 \
    slew_viol_final 0 \
    fin_setup_tns_ns 0 \
]
==> critical path: stages <==
cell             delay, ns
clkdlybuf4s50_1       0.57
and2_1                0.27
fa_1                  0.48
inv_1                 0.05
fa_1                  0.53
inv_1                 0.05
fa_1                  0.53
inv_1                 0.05
fa_1                  0.54
inv_1                 0.05
ha_1                  0.36
a2111oi_1             0.46
nor4_2                0.08
a21oi_1               0.19
xnor2_1               0.14
nand2_1               0.07
o21ai_1               0.08
clkdlybuf4s50_1       0.47
==> layout make-up <==
class,instances,area share [%]
multi-input cells,355,78.3
repair buffers,36,7.52
inverters,145,11.4
well taps,105,2.76
==> power by group through the flow <==
stage | Clock (mW) | Combinational, mW | Sequential [mW]
after CTS | 0 | 1.18 | 0
after global routing | 0 | 1.32 | 0
final | 0 | 1.15 | 0
==> per-layer routing <==
metal,vias up,GRT usage (%),wire length [µm]
met4,0,0,0
met3,0,1.31,139
li1,1596,-,-
met1,1569,33.5,3740
met5,-,0,0
met2,27,39.8,4690
==> cell usage after synthesis, types with 2 or more instances <==
cell type / n / area, µm²
o21bai_1: 2 / 15.0
mux2i_1: 3 / 30.0
a31oi_1: 2 / 12.5
clkbuf_1: 4 / 15.0
fa_1: 85 / 1700
inv_1: 144 / 541
nor2_1: 29 / 109
nor3_1: 6 / 30.0
xnor2_1: 17 / 149
a21oi_2: 2 / 17.5
o21ai_1: 2 / 10.0
nand3_1: 2 / 10.0
nand2b_1: 4 / 25.0
a21oi_1: 13 / 65.1
nand2_1: 32 / 120
xor2_1: 6 / 52.6
and2_1: 45 / 282
a211oi_1: 4 / 30.0
ha_1: 58 / 726
o21ai_0: 13 / 65.1
mux2_2: 3 / 33.8
o21a_1: 6 / 45.0
a21o_1: 5 / 37.5
==> worst max-delay path by stage <==
stage	from	end	cells past startpoint
CTS	b[5]	res[13]	19
global route	a[7]	res[15]	19
finish	a[2]	res[13]	18
==> cells by family after synthesis <==
| group | after synthesis | synth area share, % |
|---|---|---|
| fa+ha+maj | 143 | 56.5 |
| mux | 6 | 1.48 |
| simple gates | 124 | 14.7 |
| xor+xnor | 23 | 4.69 |
| compound gates | 59 | 9.37 |
| buf+inv | 151 | 13.3 |
==> placed cells by master (no fill, tap or decap), types with 13 or more instances in the layout <==
cell type / netlist / final
xnor2_1: 17 / 17
ha_1: 58 / 58
a21oi_1: 13 / 13
and2_1: 45 / 45
nor2_1: 29 / 29
inv_1: 144 / 144
clkdlybuf4s50_1: 0 / 31
fa_1: 85 / 85
nand2_1: 32 / 32
o21ai_0: 13 / 13
==> per-stage QoR <==
| step | utilization, % | setup slack (ns) | cells | area (µm²) | power [mW] |
|---|---|---|---|---|---|
| 4_1_cts | 57.6 | 0.283 | 641 | 4760 | 1.18 |
| 6_report | 57.7 | 0.371 | 641 | 4760 | 1.15 |
| 5_1_grt | 57.7 | 0.0256 | 641 | 4760 | 1.32 |
| 2_1_floorplan | - | 1.43 | 506 | 4300 | 0.827 |
| 3_3_place_gp | 57.6 | 0.327 | 641 | 4760 | 1.17 |
| 3_5_place_dp | 57.6 | 0.292 | 641 | 4760 | 1.17 |
==> what timing repair did <==
action | CTS | global route
hold buffers | 0 | 0
setup endpoints to repair | 0 | 2
gates resized | 0 | 2
Power figures rest on the tool's default switching activity, not on a simulated workload.
