File: flow/run.sh
#!/bin/bash
# OpenROAD 26Q1-2900-gdf79404cd8, Yosys 0.63+post, stock flow scripts
make -C /OpenROAD-flow-scripts/flow DESIGN_CONFIG=/design/flow/config.mk WORK_HOME=/design/flow/orfs finish
File: flow/config.mk
export PLATFORM = sky130hd
export DESIGN_NAME = fibonacci_2
export DESIGN_NICKNAME = fibonacci_2
export VERILOG_FILES = /design/flow/design.v
export SDC_FILE = /design/flow/constraint.sdc
export NUM_CORES = 4
export LEC_CHECK = 1
export CORE_UTILIZATION = 50
File: flow/constraint.sdc
current_design fibonacci_2

set clk_period 12.6
set clk_io_pct 0.2

create_clock -name clk0 -period $clk_period [get_ports {clk}]

set non_clock_inputs [all_inputs -no_clocks]
set_input_delay [expr $clk_period * $clk_io_pct] -clock clk0 $non_clock_inputs
set_output_delay [expr $clk_period * $clk_io_pct] -clock clk0 [all_outputs]
File: flow/design.v
module fibonacci
(
  input               clk,
  input               rst,
  output logic [15:0] num
);
  logic [15:0] num2;
  always_ff @ (posedge clk)
    if (rst)
      { num, num2 } <= { 16'd1, 16'd1 };
    else
      { num, num2 } <= { num2, num + num2 };
endmodule
module fibonacci_2
(
  input               clk,
  input               rst,
  output logic [15:0] num,
  output logic [15:0] num2
);
  always_ff @ (posedge clk)
    if (rst)
      { num, num2 } <= { 16'b0, 16'b1 };
    else
      { num, num2 } <= { num2, num + num2 };
  always_ff @ (negedge clk)
    if (rst)
      { num, num2 } <= { 16'b0, 16'b1 };
    else
      { num, num2 } <= { num2, num + num2 };
endmodule
==> run summary <==
Implementation results. In the synthesized netlist the dominant register cell turns out to be dfxtp_1. Total of warnings raised by yosys landed at 1. Area share of the largest cell type after synthesis landed at 57.3%.

Yosys attributes the largest share of cell area to dfxtp_1, ha_1, nor2b_1. Per the synth stats, the proportion of register bits with asynchronous set or reset is 0%. The largest total area in the synthesized netlist belongs to dfxtp_1. Portion of the post-synthesis area used by sequential elements landed at 57.3%.

After synthesis the netlist holds a flip-flop and latch count of 64. Number of flops mapped to enable cells by yosys landed at 0. Post-synthesis cell type count landed at roughly 40. The flow did not finish. In the Yosys report the total cell count is 198.

The first error in the log reads "ERROR: Found 32 problems in 'check -assert'". The flow stopped in synthesis (1_2_yosys). The chip area line in the Yosys stat output reads around 0.0022 mm^2.
## cells in the mapped netlist, types with 3 or more instances
cell type  count
o21ai_0        3
o21a_1         5
nor3_1         5
clkbuf_1       3
mux2_1         4
inv_1          6
nand2_1        3
nand3_1        5
ha_1          15
a21o_1         4
nor2b_1       22
xnor2_1        3
a21oi_1       10
nor2_1        12
o211ai_1       4
dfxtp_1       64
## kinds of logic after synthesis
kind of cell	count (synthesis)	share of synthesized area, %
flops	64	57.3
simple gates	57	14.0
compound gates	40	12.7
fa+ha+maj	16	9.29
buf+inv	11	2.18
xor+xnor	5	1.96
mux	5	2.52
